==> design.v <==
`timescale 1ns / 1ps
module SPI_Master #(
    parameter[5:0] TRAN_WIDTH = 2,  
    parameter IDLE_VALUE_for_Clk = 0,
    parameter IDLE_VALUE_for_MOSI = 0,
    parameter DATA_VALID_at_FALLING = 1, 
    parameter DIVIDE_VALUE_for_Clk_Freq = 0,
    parameter Receive_VALID_at_FALLING = 0 
    )(
    input c_Clk_High,
    input i_SPI_Send_Sync,
    input [TRAN_WIDTH-1:0] i_SPI_Send_Data,
    output reg o_SPI_Send_Over_ack = 0,
    output reg o_SPI_Receive_Sync = 0,
    output reg [TRAN_WIDTH-1:0]o_SPI_Receive_Data = 0,
    output reg [TRAN_WIDTH-1:0]o_SPI_Sent_Data = 0,
    output reg o_SPI_Clk = 1,
    output reg o_SPI_SS = 1,
    output reg o_SPI_MOSI = 0,
    input i_SPI_MISO
    );
reg [31:0] r_Error_Count=0;
reg [1:0]r_Low_clock_count=0;
always@(posedge c_Clk_High)begin
    r_Low_clock_count <= r_Low_clock_count+1;
end
wire c_Clk_Low; 
assign c_Clk_Low=r_Low_clock_count[DIVIDE_VALUE_for_Clk_Freq]; 
parameter [4:0] 
    s_Sync_wait   = 5'b00001,
	s_Send_ss     = 5'b00010,
    s_Send_data   = 5'b00100,   
    s_Data_shift  = 5'b01000,
    s_Send_over   = 5'b10000;
reg [4:0]r_Send_SM = s_Sync_wait;
reg r_Send_Sync_last = 0;
reg [5:0]r_Bit_Index = 0;
reg [TRAN_WIDTH-1:0]r_Send_Data_l = 0;
reg [TRAN_WIDTH-1:0]r_Send_Data_l_for_r = 0;
reg r_Receive_Data_lock_sig = 0;
always@(posedge c_Clk_Low) begin
    case(r_Send_SM)
    s_Sync_wait: 
        begin
            o_SPI_Clk  <= IDLE_VALUE_for_Clk;
            o_SPI_SS   <= 1'b1;
            o_SPI_MOSI <= IDLE_VALUE_for_MOSI;
            r_Bit_Index <= 0;
            o_SPI_Receive_Sync <= o_SPI_Send_Over_ack;
            r_Receive_Data_lock_sig <= 0;
            if(i_SPI_Send_Sync == r_Send_Sync_last)
            begin
                r_Send_SM <= s_Sync_wait;
            end
            else begin
                r_Send_SM <= s_Send_ss;
            end
        end
    s_Send_ss: 
        begin
            o_SPI_Clk  <= IDLE_VALUE_for_Clk;
            o_SPI_SS   <= 1'b0;
            o_SPI_MOSI <= IDLE_VALUE_for_MOSI;
            r_Send_Data_l <= i_SPI_Send_Data;
            r_Send_Data_l_for_r <= i_SPI_Send_Data;
            r_Send_Sync_last <= ~r_Send_Sync_last;
            r_Send_SM <= s_Send_data;
        end
    s_Send_data: 
        begin
            o_SPI_Clk  <= DATA_VALID_at_FALLING;
            o_SPI_MOSI <= r_Send_Data_l[TRAN_WIDTH-1];
            r_Bit_Index <= r_Bit_Index+1;
            r_Send_SM <= s_Data_shift;
        end
    s_Data_shift: 
        begin
            o_SPI_Clk <= ~DATA_VALID_at_FALLING;
            r_Send_Data_l <= r_Send_Data_l<<1;           
             if(r_Bit_Index<TRAN_WIDTH) 
            begin
                r_Send_SM <= s_Send_data;
            end
            else begin
                r_Receive_Data_lock_sig=1;
                r_Send_SM <= s_Send_over;
            end
        end
    s_Send_over: 
        begin
            o_SPI_Clk  <= IDLE_VALUE_for_Clk;
            o_SPI_SS   <= 1'b0;
            o_SPI_MOSI <= IDLE_VALUE_for_MOSI;
            r_Receive_Data_lock_sig = 0;
            o_SPI_Send_Over_ack <= ~o_SPI_Send_Over_ack;
            r_Send_SM <= s_Sync_wait;
        end
    default: 
        begin 
            r_Send_SM <= s_Sync_wait;
            r_Error_Count<=r_Error_Count+1; 
         end
    endcase
end
reg [TRAN_WIDTH-1:0]r_SPI_Receive_Data_pre = 0;
wire w_SPI_Receive_Sample_Clk;
assign w_SPI_Receive_Sample_Clk = Receive_VALID_at_FALLING ? ~o_SPI_Clk : o_SPI_Clk ;
always@(posedge w_SPI_Receive_Sample_Clk)begin
	if( o_SPI_SS == 0 )begin
		r_SPI_Receive_Data_pre = i_SPI_MISO + ( r_SPI_Receive_Data_pre << 1 );
	end
end
always@(negedge r_Receive_Data_lock_sig)begin
    o_SPI_Receive_Data <= r_SPI_Receive_Data_pre;
    o_SPI_Sent_Data <= r_Send_Data_l_for_r;
end
endmodule
==> run.sh <==
#!/bin/bash
# OpenROAD 26Q1-2900-gdf79404cd8, Yosys 0.63+post, stock flow scripts
make -C /OpenROAD-flow-scripts/flow DESIGN_CONFIG=/design/flow/config.mk WORK_HOME=/design/flow/orfs finish
==> config.mk <==
export PLATFORM = sky130hd
export DESIGN_NAME = SPI_Master
export DESIGN_NICKNAME = SPI_Master
export VERILOG_FILES = /design/flow/design.v
export SDC_FILE = /design/flow/constraint.sdc
export NUM_CORES = 4
export LEC_CHECK = 1
export CORE_AREA = 10 10 114 114
export DIE_AREA = 0 0 124 124
==> constraint.sdc <==
current_design SPI_Master

set clk_period 1.0
set clk_io_pct 0.2

create_clock -name clk0 -period $clk_period [get_ports {c_Clk_High}]

set non_clock_inputs [all_inputs -no_clocks]
set_input_delay [expr $clk_period * $clk_io_pct] -clock clk0 $non_clock_inputs
set_output_delay [expr $clk_period * $clk_io_pct] -clock clk0 [all_outputs]
==> flow_metrics.env <==
# yosys + openroad results
export IMPL_untimed_endpoints=56
export IMPL_placement_io_buffers=13
export IMPL_timing_critical_path_to_type="flop"
export IMPL_route_detailed_vias_per_inst=2.79
export IMPL_finalPower_mw=0.0682
export IMPL_fp_dieArea_sq_um=15400
export IMPL_crit_path_max_fanout=2
export IMPL_run_status="finished clean"
export IMPL_skew_ps=0
export IMPL_postSynthSeqShare_pct=61.9
export IMPL_dp_hpwl_um=1470
export IMPL_finalSetupTns_ps=0
export IMPL_lay_top_cells="sky130_fd_sc_hd__edfxtp_1 (19), sky130_fd_sc_hd__nor2_1 (13), sky130_fd_sc_hd__clkdlybuf4s50_1 (13)"
export IMPL_grt_met3_usage_pct=0.321
export IMPL_stage_log_warnings=28
export IMPL_ys_cells=106
export IMPL_power_leakage_nw=0.540
export IMPL_antenna_cells=0
export IMPL_min_path_type="flop to flop"
export IMPL_area_delta_synth_final_pct=20.7
export IMPL_layout_cells_most_common="sky130_fd_sc_hd__edfxtp_1"
export IMPL_crit_chain="inv_1"
export IMPL_rsz0062_at_grt="no"
export IMPL_timing_final_ws_setup_ps=547
export IMPL_power_density_nw_per_um2=45.4
export IMPL_layout_drive_gt1_share_pct=4.35
export IMPL_max_cap_violations=0
export IMPL_distinct_lib_cells_used=27
export IMPL_fp_coreArea_sq_um=10400
export IMPL_critical_path_startpoint_type="flop"
export IMPL_post_cts_setup_repair_buffer_count=0
export IMPL_largest_net_degree_at_the_start_of_global_routing=23
export IMPL_maxClockFrequency_mhz=2210
export IMPL_post_detailed_route_wirelength_per_cell_um=7.35
export IMPL_register_pins_left_without_a_clock=28
export IMPL_timing_hold_violations_final=0
export IMPL_synth_area_per_cell_sq_um=11.7
export IMPL_critPathRequiredTime_ps=890
export IMPL_hold_buf_count_cts=0
export IMPL_globalRouteOverflowTotal=0
export IMPL_worstPathBufferInverterCount=1
export IMPL_ys_ff=29
export IMPL_worst_slew_pin_transition_ps=462
export IMPL_boundaryPins=14
export IMPL_final_setup_viol_count=0
export IMPL_grt_antenna_before_repair=1
export IMPL_placementRows=37
export IMPL_data_arrival_time_of_the_critical_path_ps=340
export IMPL_slowest_stage="sky130_fd_sc_hd__dfxtp_1"
export IMPL_drt_drc_violations_left=0
export IMPL_cp_depth=1
export IMPL_min_cycle_time_layout_ps=453
export IMPL_finalClockPeriodUsage_pct=45.3
export IMPL_r2r_worst_path_cells=1
export IMPL_firstDrtPassIters=4
export IMPL_detailedRoute_firstIterationViolations=16
export IMPL_first_global_vias=619
export IMPL_ys_warn_count=1
export IMPL_grtUsageMet1_pct=3.47
export IMPL_grtUsageTotal_pct=2.23
export IMPL_timing_critical_path_max_delay_family="flip-flops"
export IMPL_clk_latency_ps=0
export IMPL_slew_limit_fails=0
export IMPL_detailroute_via_count=701
export IMPL_wire_length_of_the_first_global_routing_pass_um=2960
export IMPL_cts_repair_resize_count=0
export IMPL_mappedNetlistArea_sq_um=1240
export IMPL_routed_wl_um=1840
export IMPL_chipHeight_um=124
export IMPL_slowest_stage_delay_cp_ps=300
export IMPL_holdPathStages=1
export IMPL_dieWidth_um=124
export IMPL_groute_layer_met2_usage_pct=3.44
export IMPL_place_ws_ps=547
export IMPL_postLayoutCoreUtil_pct=14.4
export IMPL_synthCells=106
export IMPL_maxSlewHeadroom_pct=69.1
export IMPL_yosys_area_sq_um=1240
export IMPL_clock_transition_at_path_regs_ps=0
export IMPL_timing_setup_critical_path_class="flop to flop"
export IMPL_busiest_layer="met1"
export IMPL_drt_antenna_violating_nets=0
export IMPL_replace_congestion=0.766
export IMPL_floorplan_core_util_pct=12.0
export IMPL_worst_vdd_ir_v=0.0000504
-- layer usage --
layer	up-vias	routed length (um)	share of wire, %
li1	379	-	-
met2	12	765	41
met5	-	0	0
met4	0	0	0
met3	0	170	9.2
met1	310	908	49
-- area by class of cell --
cell class	count	area, sq um
timing repair buffer	14	138
fill	1156	8910
tap	136	170
inverter	10	37.5
multi-input combinational	62	387
sequential	29	771
-- cells by family (layout without fill, tap and decap cells) --
kind of cell / Yosys count / count (layout) / synth area share [%]
and+or+nand+nor: 39 / 39 / 16.7
DFF: 29 / 29 / 61.9
buffers and inverters: 15 / 24 / 7.03
AOI/OAI and AO/OA: 11 / 11 / 5.43
xor gates and xnor gates: 10 / 10 / 7.04
adders and majority gates: 1 / 1 / 1.00
muxes: 1 / 1 / 0.904
-- metrics by stage --
| stage | area, sq um | instances | hold slack, ps |
|---|---|---|---|
| floorplan | 1240 | 106 | 523 |
| global placement | 1500 | 251 | 366 |
| detailed placement | 1500 | 251 | 364 |
| CTS | 1500 | 251 | 365 |
| global route | 1500 | 251 | 389 |
| finish | 1500 | 251 | 364 |
-- where the power goes --
part           switching, mW  leakage [nW]  total, mW  internal (mW)
Sequential                 0         0.265     0.0444         0.0444
Combinational        0.00612         0.275     0.0238         0.0177
Clock                      0             0          0              0
Total                0.00612         0.540     0.0682         0.0621
-- final timing paths --
check                                     from                      endpoint  slack [ps]
setup / recovery  r_Low_clock_count[0]$_DFF_P_  r_Low_clock_count[0]$_DFF_P_         550
hold / removal    r_Low_clock_count[0]$_DFF_P_  r_Low_clock_count[0]$_DFF_P_         360
setup reg to reg  r_Low_clock_count[0]$_DFF_P_  r_Low_clock_count[0]$_DFF_P_         550
hold reg to reg   r_Low_clock_count[0]$_DFF_P_  r_Low_clock_count[0]$_DFF_P_         360
-- synth_stat cells --
cell type | count | area (sq um)
sky130_fd_sc_hd__a211o_1 | 1 | 8.76
sky130_fd_sc_hd__a21oi_1 | 1 | 5.00
sky130_fd_sc_hd__and2_1 | 2 | 12.5
sky130_fd_sc_hd__and3_1 | 3 | 18.8
sky130_fd_sc_hd__buf_2 | 1 | 5.00
sky130_fd_sc_hd__buf_6 | 4 | 45.0
sky130_fd_sc_hd__dfxtp_1 | 10 | 200
sky130_fd_sc_hd__edfxtp_1 | 19 | 571
sky130_fd_sc_hd__ha_1 | 1 | 12.5
sky130_fd_sc_hd__inv_1 | 10 | 37.5
sky130_fd_sc_hd__mux2_2 | 1 | 11.3
sky130_fd_sc_hd__nand2_1 | 5 | 18.8
sky130_fd_sc_hd__nand2b_1 | 1 | 6.26
sky130_fd_sc_hd__nand3_1 | 5 | 25.0
sky130_fd_sc_hd__nand3_2 | 2 | 20.0
sky130_fd_sc_hd__nand3b_1 | 3 | 22.5
sky130_fd_sc_hd__nand4_1 | 1 | 6.26
sky130_fd_sc_hd__nor2_1 | 13 | 48.8
sky130_fd_sc_hd__nor2_4 | 1 | 11.3
sky130_fd_sc_hd__nor3_1 | 1 | 5.00
sky130_fd_sc_hd__nor4_1 | 1 | 6.26
sky130_fd_sc_hd__o211ai_1 | 2 | 15.0
sky130_fd_sc_hd__o21ai_0 | 6 | 30.0
sky130_fd_sc_hd__o31a_1 | 1 | 8.76
sky130_fd_sc_hd__or3_1 | 1 | 6.26
sky130_fd_sc_hd__xnor2_1 | 2 | 17.5
sky130_fd_sc_hd__xor2_1 | 8 | 70.1
-- sequential cells by signal, summed over array words and instances, names as in the netlist, 2 cells and up --
name and flops:
r_Bit_Index 6, r_Send_SM 5, o_SPI_Receive_Data 2, o_SPI_Sent_Data 2
r_SPI_Receive_Data_pre 2, r_Send_Data_l 2, r_Send_Data_l_for_r 2
Power is estimated from default activity; no workload was simulated.
